File: run.sh
#!/bin/bash
# OpenROAD 26Q1-2900-gdf79404cd8, Yosys 0.63+post, stock flow scripts
make -C /OpenROAD-flow-scripts/flow DESIGN_CONFIG=/design/flow/config.mk WORK_HOME=/design/flow/orfs finish
File: config.mk
export PLATFORM = sky130hd
export DESIGN_NAME = fifo_dut
export DESIGN_NICKNAME = fifo_dut
export VERILOG_FILES = /design/flow/design.v
export SDC_FILE = /design/flow/constraint.sdc
export NUM_CORES = 4
export LEC_CHECK = 1
export CORE_UTILIZATION = 40
File: constraint.sdc
current_design fifo_dut

set clk_period 3.8
set clk_io_pct 0.2

create_clock -name clk0 -period $clk_period [get_ports {clk}]

set non_clock_inputs [all_inputs -no_clocks]
set_input_delay [expr $clk_period * $clk_io_pct] -clock clk0 $non_clock_inputs
set_output_delay [expr $clk_period * $clk_io_pct] -clock clk0 [all_outputs]
File: design.v
`timescale 1ns/100ps
module fifo_dut #(
    parameter FIFO_DEPTH = 16,
              DATA_WIDTH = 8
) (
    input                           clk,         
    input                           rst_n,       
    input                           wen,         
    input                           ren,         
    input       [DATA_WIDTH-1:0]    din,         
    output reg  [DATA_WIDTH-1:0]    dout,        
    output reg                      empty,       
    output reg                      full         
);
localparam PTR_WIDTH = $clog2(FIFO_DEPTH);
reg     [DATA_WIDTH-1:0]    fifo_mem [0:FIFO_DEPTH-1] ;
reg     [PTR_WIDTH-1:0]     read_ptr;        
reg     [PTR_WIDTH-1:0]     write_ptr;       
reg     [PTR_WIDTH-1:0]     write_ptr_next;  
wire                        empty_w;         
wire                        full_w;          
integer i;
always @(posedge clk or negedge rst_n) begin
    if (!rst_n) begin
        read_ptr    <= 0;
        write_ptr   <= 0;
    end
    else begin
        if (ren) begin
            if (!empty_w) begin
                if (read_ptr == FIFO_DEPTH-1) begin
                    read_ptr <= 0;
                end
                else begin
                    read_ptr <= read_ptr + 1;
                end
            end
        end
        else if (wen) begin
            if (!full_w) begin
                if (write_ptr == FIFO_DEPTH-1) begin
                    write_ptr <= 0;
                end
                else begin
                    write_ptr <= write_ptr + 1;
                end
            end
        end
    end
end
always @(posedge clk or negedge rst_n) begin
    if (!rst_n) begin
        for (i = 0; i < FIFO_DEPTH; i=i+1) begin
            fifo_mem[i] <= 0;
        end
    end
    else begin
        if ((!ren) && wen && (!full_w)) begin
            fifo_mem[write_ptr] <= din;
        end
    end
end
always @(*) begin
    if (write_ptr == FIFO_DEPTH-1) begin
        write_ptr_next = 0;
    end
    else begin
        write_ptr_next = write_ptr + 1;
    end
end
assign empty_w = (read_ptr == write_ptr);
assign full_w = (write_ptr_next == read_ptr);
always @(posedge clk or negedge rst_n) begin
    if (!rst_n) begin
        dout <= 0;
        empty <= 0; 
        full  <= 0;
    end
    else begin
        empty <= empty_w; 
        full  <= full_w;
        if (ren && (!empty_w)) begin
            dout <= fifo_mem[read_ptr];
        end
        else begin
            dout <= 16'hz;
        end
    end
end
endmodule
==> results_dict.tcl <==
# yosys + openroad results
set metrics [dict create \
    cts_buffer_depth 2 \
    die_h_um 133 \
    die_w_um 133 \
    async_flop_share_pct 100 \
    routedWlPerCell_um 21.7 \
    slew_viol_final 0 \
    vias 4491 \
    grt_max_degree 92 \
    hp-class "input pin to asynchronous set/reset pin" \
    chip_area_um2 17600 \
    use_met3_pct 7.58 \
    cts_sinks 146 \
    worstReg2RegStart "write_ptr[0]" \
    via_per_inst 5.84 \
    hold_violations 0 \
    mostFrequentLayoutCells "dfrtp_1 (145), mux2_2 (140), clkdlybuf4s50_1 (20)" \
    synthFlopType "dfrtp_1" \
    firstDrtPassIters 4 \
    ir_drop_mv 0.472 \
    ys_seq_share_pct 53.4 \
    yosysWarnings 3 \
    placed_area_um2 7260 \
    drtIter0Drc 407 \
    hold_buffers 0 \
    gp_congestion 0.821 \
    drive_gt1_share_pct 37.0 \
    io_buffers 21 \
    fill_cells 1441 \
    ys_seq_elements 146 \
    edf_count 0 \
    worstSetupPathType "flop to flop" \
    hold_ws_ns 0.286 \
    comb_area_um2 2990 \
    rsz0062_at_grt "false" \
    core_um2 16600 \
    grtUsageMet1_pct 30.8 \
    cts_max_level 4 \
    grt-busiest-layer "met1" \
    cts-root-buf "clkbuf_16" \
    grt_pass1_wl_mm 26.6 \
    yosys_cells 523 \
    synth.area.top_cells "dfrtp_1 (53%), mux2_2 (23%), nand3_2 (2.3%)" \
    cts_tree "yes" \
    p_leak_nw 3.50 \
    max_freq_mhz 320 \
    crit_arrival_ns 3.43 \
    cap_violations 0 \
    ys_area_um2 6840 \
    area_delta_synth_final_pct 14.9 \
    syn-instance-count 523 \
    initial_utilization_pct 41.1 \
    power_mw 6.54 \
    relSlewSlack_pct 45.5 \
    worstSetupEndpointType "flop" \
    tool_warnings 32 \
    n_antenna_cell 0 \
    min_period_ns 3.13 \
    numCtsBuffers 17 \
    grt_antenna_before_repair 0 \
    startpoint_type "flop" \
    syn_area_per_cell_um2 13.1 \
    place_hpwl_mm 10.2 \
    synthesis.area_um2 6840 \
    power_density_nw_per_um2 831 \
    seq_area_um2 3650 \
    reg2regPathDepth 6 \
    skew_ns 0.00921 \
    outcome "finished, final reports clean" \
    clock_latency_ns 0.43 \
    top_area_share_pct 53.4 \
    gr-usage-met2_pct 30.4 \
    clk_pin_slew_ns 0.06 \
    finalCritPeriodShare_pct 82.3 \
    antenna_left 0 \
    drc_errors 0 \
    grt_pass1_vias 4500 \
    worstReg2RegEnd "fifo_mem[8][4]" \
    routed_wl_mm 16.7 \
    worstPathRequired_ns 4.10 \
    finalSetupViolations 0 \
    final_area_um2 7860 \
    layout_top_cell "dfrtp_1" \
    yosys.cell_types.count 53 \
    tns_ns 0 \
    rrSetupSlack_ns 0.67 \
    yosys.area.top_type "dfrtp_1" \
    grt-ovfl-total 0 \
    tightestPinTransition_ns 0.817 \
    critPathMaxFanout 14 \
    post_cts_buffers 0 \
    ios 22 \
    row_count 47 \
    ctsResizeCount 0 \
    grt_usage_pct 20.8 \
]
## worst max-delay path: stages (launching register included)
cell and delay [ns]:
dfrtp_1 0.49, ha_1 0.36, a21oi_1 0.25, a2111oi_0 0.16, o211ai_2 0.68, nand3_2 0.60, mux2_2 0.45
## sequential cells by signal (all words and copies together), names as in the netlist
name	count
full	1
write_ptr	4
dout	8
read_ptr	4
fifo_mem	128
empty	1
## worst max path at each step
stage	slack [ns]	cells after the start	from	endpoint
CTS	0.70	6	write_ptr[0]	fifo_mem[8][4]
global route	0.52	6	write_ptr[0]	fifo_mem[8][4]
finish	0.67	6	write_ptr[0]	fifo_mem[8][4]
## final cells by class
cell class	count	share of cell area, %
Tap cell	220	3.50
Multi-Input combinational cell	330	38.0
Clock buffer	22	6.03
Timing Repair Buffer	32	3.90
Inverter	9	0.430
Sequential cell	146	46.5
Clock inverter	10	1.67
## Yosys cell counts (9+ instances only)
cell	count
dfrtp_1	146
a31oi_1	10
a21oi_1	14
nor2_1	15
ha_1	9
nand3_2	16
clkbuf_1	26
mux2_2	140
a22oi_1	11
nand2_1	17
## through the flow
stage	util, %	setup slack, ns	std cells
detailed placement	43.6	0.710	737
floorplan	-	1.55	523
CTS	47.2	0.699	769
global route	47.2	0.517	769
global placement	43.6	0.758	737
finish	47.2	0.673	769
## logic make-up after synthesis
group | Yosys count | share of synthesized area, %
multiplexers | 144 | 23.8
AND-OR/OR-AND | 95 | 10.5
buffers and inverters | 47 | 2.93
XOR/XNOR | 9 | 1.37
flip-flops | 146 | 53.4
AND/OR/NAND/NOR | 73 | 6.35
adder cells (fa/ha/maj) | 9 | 1.65
## report_power, final
part / total [mW] / internal, mW / switching [mW]
registers: 2.54 / 2.15 / 0.398
clock network: 1.69 / 1.08 / 0.616
logic: 2.30 / 1.10 / 1.20
## routing by layer
| layer | share of wire, % | up-vias |
|---|---|---|
| met1 | 44 | 2353 |
| met4 | 3.0 | 0 |
| met3 | 7.8 | 28 |
| met2 | 45 | 124 |
| li1 | - | 1986 |
| met5 | 0 | - |
